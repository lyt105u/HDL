==> flow/design.v <==
module D_FF (
    input [31:0] d,
    input clk,
    output reg [31:0] q
);
always @(posedge clk) begin
    q <= d;
end
endmodule
module FA_reg (
  sum,
  c_out,
  a,
  b,
  c_in
);
  output sum;
  output c_out;
  input a, b;
  input c_in;
  assign sum = (a ^ b) ^ c_in;
  assign c_out = (a & b) | (b & c_in) | (c_in & a);
endmodule
module adder_structure_reg (
  s,
  co,
  a,
  b,
  ci,
  clk
);
  parameter width = 32;
  output [width-1:0] s;
  output co;
  input [width-1:0] a, b;
  input ci, clk;
  wire [width:0] c;
  wire [width-1:0] sum;
  assign c[0] = ci;
  genvar i;
  generate
    for (i = 0; i < width; i = i + 1) begin : FA_reg_loop   
      FA_reg f (
        sum[i],
        c[i+1],
        a[i],
        b[i],
        c[i]
      );
    end
  endgenerate
  assign co = c[width];
  D_FF ff (
    sum,
    clk,
    s
  );
endmodule
==> flow/run.sh <==
#!/bin/bash
# OpenROAD 26Q1-2900-gdf79404cd8, Yosys 0.63+post, stock flow scripts
make -C /OpenROAD-flow-scripts/flow DESIGN_CONFIG=/design/flow/config.mk WORK_HOME=/design/flow/orfs finish
==> flow/config.mk <==
export PLATFORM = sky130hd
export DESIGN_NAME = adder_structure_reg
export DESIGN_NICKNAME = adder_structure_reg
export VERILOG_FILES = /design/flow/design.v
export SDC_FILE = /design/flow/constraint.sdc
export NUM_CORES = 4
export LEC_CHECK = 1
export CORE_UTILIZATION = 40
==> flow/constraint.sdc <==
current_design adder_structure_reg

set clk_period 13.8
set clk_io_pct 0.2

create_clock -name clk0 -period $clk_period [get_ports {clk}]

set non_clock_inputs [all_inputs -no_clocks]
set_input_delay [expr $clk_period * $clk_io_pct] -clock clk0 $non_clock_inputs
set_output_delay [expr $clk_period * $clk_io_pct] -clock clk0 [all_outputs]
==> results.toml <==
# flow metrics
[worst_setup_path]
worstPathRequired_ns = 11.04
setup.worst_path.start_class = "primary input"
timing.critical_path.to_type = "output pin"
timing.critical_path.slowest_cell_delay_ns = 0.39
worst-path-buf-inv = 6
worst_path_maximum_fanout = 1
criticalPathCategory = "primary input to output pin"
critical_path_at_ns = 14.19
timing.critical_path.max_delay_family = "adder cells"
most_numerous_cell_on_the_critical_path = "sky130_fd_sc_hd__fa_2"
worst_path_max_delay_cell = "sky130_fd_sc_hd__clkdlybuf4s50_1"

[routing]
first_pass_iters = 2
via_count = 919
vias_per_cell = 4.12
antenna_violating_nets_post_route = 0
drc_errors = 0
route.antenna.diode_count = 0
drt_iter0_drc = 9
drt-total-wl_mm = 2.77
final_routed_wire_length_divided_by_cell_count_um = 12.4

[placement]
detailed_place_hpwl_mm = 2.39
pre_cts_ws_ns = -3.46
place.gp.congestion = 0.723
dpl-instance-area_sq_um = 2430
port_buffers = 98

[global_routing]
grt_start_max_net_pins = 10
grt_overflow = 0
grt_first_pass_wirelength_mm = 4.37
grt_antenna_before_repair = 0
grt_use_total_pct = 18.1
first_global_vias = 1004

[final_timing]
grt_setup_unrepaired = "true"
finalMaxSlewViolations = 0
final_hold_viol_count = 0
final-setup-viol-count = 1
setup_ws_ns = -3.15
slew_headroom_pct = 92.5
timing.hold.ws_ns = 2.85
post-route-min-period_ns = 16.95
max_clock_freq_ghz = 0.0590
layout_worst_path_cycle_share_pct = 123
worst-slew-pin-transition_ns = 0.113

[hold_path]
worst_hold_path.endpoint = "ff.q[0]$_DFF_P_"
hold_path_depth = 4
timing.hold.worst.start = "b[0]"
hold_path.class = "primary input to register"

[outcome]
violations = "setup timing"
run_status = "finished with violations"

[final_layout]
area_of_all_placed_cells_without_fillers_sq_um = 2480
largest_register_ffs = 32
final_layout_size_suffix_gt1_share_pct = 25.1
fill_cells = 218
area_growth_syn_to_layout_pct = 87.8
reg.largest.list = "ff.q (32)"
largest-register = "ff.q"

[clock_network]
clock_tree_from_tritoncts = "yes"
cts.path.max_buffers = 2
clock-root-buffer = "sky130_fd_sc_hd__clkbuf_4"
cts_num_sinks = 32
cts_buffer_count = 5
post_cts_setup_bufs = 0
h_tree_depth = 2
cts.reportedPaths.clkPinSlew_ns = 0.09
ctsHoldBuffers = 0

[die]
num_io_pins = 99
rows = 20
die_width_um = 59.4
fp_util_pct = 42.5
die.size.y_um = 59.4
floorplan.die_area_sq_um = 3530
placeableCoreArea_sq_um = 3100

[power]
total_leakage_power_nw = 0.945
power.density_cell_area_nw_per_um2 = 97.2
worst_ir_drop_vdd_mv = 0.0596

[yosys]
post_synth.cell_area_avg_sq_um = 17.8
yosys.stat.chipArea_sq_um = 1320
ys_cells = 74
synth_cells = 74
synth_flops = 32
syn_area_sq_um = 1320
ys_warn_count = 1
sequential_share_of_the_synthesized_area_pct = 48.6
synth.distinct_cells = 3

[job]
maxCapViolCount = 0
openroad.warnings = 29
-- where the power goes --
group          leakage (nW)  internal, mW  switching (mW)
clock network        0.0281        0.0187          0.0290
registers             0.270         0.112         0.00467
logic                 0.647        0.0577          0.0187
-- layer usage --
| layer | vias to the layer above | track usage, % | part of all wire [%] | routed length [um] |
|---|---|---|---|---|
| met3 | 4 | 9.96 | 15 | 422 |
| met2 | 60 | 27.0 | 46 | 1260 |
| met5 | - | 0 | 0 | 0 |
| met4 | 0 | 2.72 | 1.1 | 31 |
| li1 | 420 | - | - | - |
| met1 | 435 | 25.4 | 38 | 1050 |
-- logic make-up (layout without fill, tap and decap cells) --
group                    Yosys count  count (layout)  share of synthesized area, %
adder cells (fa/ha/maj)           32              32                          48.6
buffers and inverters             10             115                          2.85
flip-flops                        32              32                          48.6
-- layout make-up --
type / instances / area, sq um / area share [%]
timing repair buffer: 98 / 976 / 39.4
multi-input combinational: 32 / 718 / 29.0
sequential: 32 / 641 / 25.9
tap: 44 / 55.1 / 2.22
clock buffer: 6 / 41.3 / 1.67
inverter: 10 / 40.0 / 1.62
clock inverter: 1 / 5.00 / 0.202
-- tightest hold or removal path: stages --
cell	delay, ns
sky130_fd_sc_hd__buf_6	0.09
sky130_fd_sc_hd__inv_2	0.05
sky130_fd_sc_hd__fa_2	0.19
sky130_fd_sc_hd__inv_1	0.05
-- cell usage in the layout (no fill, tap or decap) --
cell type,instances
sky130_fd_sc_hd__buf_6,2
sky130_fd_sc_hd__clkdlybuf4s50_1,93
sky130_fd_sc_hd__inv_1,5
sky130_fd_sc_hd__buf_2,1
sky130_fd_sc_hd__clkbuf_1,1
sky130_fd_sc_hd__dfxtp_1,32
sky130_fd_sc_hd__clkinv_2,1
sky130_fd_sc_hd__dlygate4sd2_1,2
sky130_fd_sc_hd__clkbuf_4,5
sky130_fd_sc_hd__inv_2,4
sky130_fd_sc_hd__fa_2,31
sky130_fd_sc_hd__inv_4,1
sky130_fd_sc_hd__fa_1,1
-- Yosys cell counts --
master                    number  area, sq um
sky130_fd_sc_hd__inv_1        10         37.5
sky130_fd_sc_hd__fa_1         32          641
sky130_fd_sc_hd__dfxtp_1      32          641
-- through the flow --
stage                     total power [mW]  setup TNS, ns  utilization [%]  cells
final                                0.241          -3.15             79.8    223
after global routing                 0.260          -3.72             79.8    223
after CTS                            0.245          -3.19             79.3    223
after detailed placement             0.196          -4.38             78.3    216
after global placement               0.194          -4.31             78.3    216
after floorplan                      0.129          -2.40                -     74
-- worst max path at each step --
| stage | start | to | depth (start not counted) |
|---|---|---|---|
| 4_1_cts | a[0] | co | 38 |
| 5_1_grt | ci | co | 38 |
| 6_report | ci | co | 38 |
-- repair_timing --
action	CTS	global route
gates cloned	0	0
setup endpoints to repair	2	2
gates resized	17	4
Power and IR drop assume default switching activity.
